File: flow/run.sh
#!/bin/bash
# OpenROAD 26Q1-2900-gdf79404cd8, Yosys 0.63+post, stock flow scripts
make -C /OpenROAD-flow-scripts/flow DESIGN_CONFIG=/design/flow/config.mk WORK_HOME=/design/flow/orfs finish
File: flow/config.mk
export PLATFORM = sky130hd
export DESIGN_NAME = shift_add_multiplier
export DESIGN_NICKNAME = shift_add_multiplier
export VERILOG_FILES = /design/flow/design.v
export SDC_FILE = /design/flow/constraint.sdc
export NUM_CORES = 4
export LEC_CHECK = 1
export CORE_UTILIZATION = 30
File: flow/constraint.sdc
current_design shift_add_multiplier

set clk_period 11.7
set clk_io_pct 0.2

create_clock -name clk0 -period $clk_period [get_ports {clk}]

set non_clock_inputs [all_inputs -no_clocks]
set_input_delay [expr $clk_period * $clk_io_pct] -clock clk0 $non_clock_inputs
set_output_delay [expr $clk_period * $clk_io_pct] -clock clk0 [all_outputs]
File: flow/design.v
module shift_add_multiplier (
    input wire clk,
    input wire rst,
    input wire start,
    input wire [31:0] multiplicand,
    input wire [31:0] multiplier,
    output reg [63:0] product,
    output reg done,
    output reg overflow
);
    localparam IDLE = 2'b00;
    localparam MULTIPLY = 2'b01;
    localparam FINISH = 2'b10;
    reg [1:0] state, next_state;
    reg [31:0] multiplier_reg;
    reg [63:0] multiplicand_reg;
    reg [5:0] count;
    reg sign_a, sign_b;
    reg [63:0] temp_product;
    function [31:0] get_abs;
        input [31:0] value;
        begin
            get_abs = value[31] ? (-value) : value;
        end
    endfunction
    always @(posedge clk or posedge rst) begin
        if (rst) begin
            state <= IDLE;
            done <= 0;
            overflow <= 0;
            count <= 0;
            product <= 64'b0;
            multiplier_reg <= 32'b0;
            multiplicand_reg <= 64'b0;
            temp_product <= 64'b0;
        end
        else begin
            state <= next_state;
            case (state)
                IDLE: begin
                    if (start) begin
                        sign_a <= multiplicand[31];
                        sign_b <= multiplier[31];
                        multiplier_reg <= get_abs(multiplier);
                        multiplicand_reg <= {{32{1'b0}}, get_abs(multiplicand)};
                        count <= 0;
                        temp_product <= 64'b0;
                        done <= 0;
                        overflow <= 0;
                    end
                end
                MULTIPLY: begin
                    if (count < 32) begin
                        if (multiplier_reg[0]) begin
                            temp_product <= temp_product + multiplicand_reg;
                        end
                        multiplicand_reg <= multiplicand_reg << 1;
                        multiplier_reg <= multiplier_reg >> 1;
                        count <= count + 1;
                    end
                end
                FINISH: begin
                    if (sign_a ^ sign_b) begin
                        product <= -temp_product;
                    end
                    else begin
                        product <= temp_product;
                    end
                    if (sign_a ^ sign_b) begin
                        if (temp_product > 64'h8000000000000000) begin
                            overflow <= 1;
                        end
                    end
                    else begin
                        if (temp_product > 64'h7FFFFFFFFFFFFFFF) begin
                            overflow <= 1;
                        end
                    end
                    done <= 1;
                end
            endcase
        end
    end
    always @(*) begin
        case (state)
            IDLE: 
                next_state = start ? MULTIPLY : IDLE;
            MULTIPLY: 
                next_state = (count == 32) ? FINISH : MULTIPLY;
            FINISH: 
                next_state = IDLE;
            default: 
                next_state = IDLE;
        endcase
    end
endmodule
==> impl_metrics.py <==
# Auto-generated metrics
metrics = {
    "sta": {
        "report.final.slew_viol_count": 0,
        "headroom_to_the_max_slew_limit_pct": 48.8,
        "final_critical_path_share_of_the_clock_period_pct": 39.2,
        "hold_violations": 0,
        "final_min_period_ps": 4590,
        "finalSetupTns_ps": 0,
        "final-setup-viol-count": 0,
        "finalWorstSetupSlack_ps": 7110,
        "grt_setup_unrepaired": "no",
        "fmax_mhz": 218,
        "finalClockSkew_ps": 13.9,
        "worstMarginPinSlew_ps": 768,
    },
    "logic_synthesis": {
        "postSynth.asyncResetShare_pct": 99.2,
        "synth.top_cells.by_area": "sky130_fd_sc_hd__dfrtp_1, sky130_fd_sc_hd__a21oi_1, sky130_fd_sc_hd__xor2_1",
        "synthesis.area_per_instance_um2": 8.42,
        "share_of_the_synthesized_area_in_the_top_cell_type_pct": 37.8,
        "post_synth_edffs": 2,
        "ys_cells": 1840,
        "synth_flops": 237,
        "synthesis.area_um2": 15500,
        "dominant_flop_cell": "sky130_fd_sc_hd__dfrtp_1",
        "netlist.top_cell.by_area": "sky130_fd_sc_hd__dfrtp_1",
        "yosys_warnings": 1,
        "ys_chip_area_um2": 15500,
        "synth_cell_type_count": 77,
        "synth_cells": 1840,
        "synth-seq-area-share_pct": 38.3,
    },
    "power_and_ir_drop": {
        "power.switching_mw": 1.72,
        "leakage_component_of_the_power_nw": 7.60,
        "seq_power_share_pct": 35.0,
        "swShare_pct": 42.1,
        "power-per-cell-area_nw_per_um2": 223,
        "internal-power_mw": 2.37,
        "clock_power_share_pct": 20.9,
        "ir_drop_mv": 0.100,
        "power.combinational.fraction_pct": 44.1,
    },
    "floorplan": {
        "boundaryPins": 133,
        "floorplan.core_area_um2": 50600,
        "fp.dieH_um": 229,
        "die_width_um": 229,
        "core.rowCount": 82,
        "initCoreUtil_pct": 30.6,
        "die_area_um2": 52600,
    },
    "finish": {
        "flow.area_growth_from_synthesis_pct": 18.4,
        "layout.cells.most_common": "sky130_fd_sc_hd__a21oi_1",
        "layout_top_cells": "sky130_fd_sc_hd__a21oi_1, sky130_fd_sc_hd__dfrtp_1, sky130_fd_sc_hd__nand2_1, sky130_fd_sc_hd__nor2_1, sky130_fd_sc_hd__o21ai_0",
        "fillCellCount": 5095,
        "final-instance-count-excl-fill": 2613,
        "post_route_cells_drive_above_1_share_pct": 5.72,
        "postLayoutCellArea_um2": 18300,
    },
    "worst_setup_path": {
        "r2r.worst_path.cells": 10,
        "worst-endpoint-arrival_ps": 5010,
        "criticalPathCategory": "input pin to flip-flop",
        "worstReg2RegStart": "temp_product[20]",
        "cp_common_cell": "sky130_fd_sc_hd__a21oi_1",
        "timing.critical_path.slowest_stage_cell": "sky130_fd_sc_hd__clkdlybuf4s50_1",
        "worstSetupEndpointType": "flip-flop",
        "max_stage_delay_ps": 480,
        "worst_setup_path_start_kind": "input pin",
        "critical_path_peak_fanout": 5,
        "timing.critical_path.from": "multiplier[0]",
        "cp_data_required_time_ps": 12130,
        "crit_chain": "clkdlybuf4s50_1, inv_1, ha_1, nor4b_1, nand4_1, nand2b_1, o31a_1, a21oi_1, xor2_1, nor2_1, a21oi_1, o21ai_1",
    },
    "clock_network": {
        "cts-resized-gates": 0,
        "tritoncts_num_sinks": 237,
        "cts_setup_buffers": 0,
        "cts_hold_buffers": 0,
        "clock_path_buffers": 3,
        "htree_num_levels": 1,
        "ctsRootBufferMaster": "sky130_fd_sc_hd__clkbuf_16",
        "clkTransAtPathRegs_ps": 60,
        "worst_skew_pair.late_latency_ps": 570,
        "tritoncts": "yes",
        "tritoncts.num_buffers": 28,
    },
    "job": {
        "max-cap-violations": 0,
        "log.warning_count": 26,
    },
    "placed_design": {
        "placed_cells": 2562,
        "place_ws_ps": 6550,
        "detailed_place.area_um2": 17500,
        "finalWeightedCongestion": 0.958,
        "place.detailed.hpwl_um": 31800,
        "port_buffers": 132,
    },
    "routing": {
        "detail_route.drc_violations": 0,
        "routed_wire_length_per_instance_um": 16.5,
        "routed_wirelength_um": 43100,
        "antenna_cells": 0,
        "vias": 13400,
        "first_pass_iters": 5,
        "antenna_violating_nets_post_route": 0,
        "via_density_per_instance": 5.11,
        "detailedRoute.firstIterationViolations": 993,
    },
    "grt": {
        "first_global_vias": 12600,
        "grt_start_max_net_pins": 97,
        "grt-ovfl-total": 0,
        "grt_antenna_before_repair": 2,
        "tot_gr_track_use_pct": 16.9,
        "grt_pass1_wl_um": 70100,
    },
    "run_status": {
        "outcome": "completed",
    },
    "min_path": {
        "whs_path_depth": 2,
        "worstHoldPathType": "flip-flop to flip-flop",
        "worstHoldStart": "multiplier_reg[23]",
    },
}
[synthesized netlist by cell type, types with 21 or more instances]
library cell,number
sky130_fd_sc_hd__inv_1,41
sky130_fd_sc_hd__o21ai_0,170
sky130_fd_sc_hd__ha_1,68
sky130_fd_sc_hd__nand2_1,211
sky130_fd_sc_hd__xnor2_1,75
sky130_fd_sc_hd__dfrtp_1,234
sky130_fd_sc_hd__clkbuf_1,80
sky130_fd_sc_hd__nor3_1,27
sky130_fd_sc_hd__nor2_1,205
sky130_fd_sc_hd__o31ai_1,24
sky130_fd_sc_hd__xor2_1,104
sky130_fd_sc_hd__nand3_1,26
sky130_fd_sc_hd__a31oi_1,21
sky130_fd_sc_hd__a21oi_1,236
sky130_fd_sc_hd__nand4_1,22
sky130_fd_sc_hd__a22o_1,35
[final cells by class]
cell class / instances / area, µm² / share of cell area (%)
Clock buffer: 38 / 748 / 4.08
Clock inverter: 13 / 141 / 0.771
Inverter: 42 / 165 / 0.900
Multi-Input combinational cell: 1462 / 9050 / 49.3
Sequential cell: 237 / 5950 / 32.4
Tap cell: 672 / 841 / 4.58
Timing Repair Buffer: 149 / 1450 / 7.90
[layer usage]
layer | routed length (µm) | share of wire, % | vias up | track usage (%)
li1 | - | - | 6754 | -
met3 | 2540 | 5.9 | 40 | 3.50
met4 | 641 | 1.5 | 4 | 2.25
met5 | 25 | 0.058 | - | 0
met2 | 18700 | 43 | 279 | 25.1
met1 | 21200 | 49 | 6287 | 26.3
[final timing paths]
kind / slack [ps] / end
worst max-delay path: 7110 / multiplier_reg[28]
worst max register to register: 8050 / temp_product[53]
min in group asynchronous: 2310 / multiplier_reg[3]
max in group asynchronous: 7800 / product[27]
worst min-delay path: 480 / multiplier_reg[23]
worst min register to register: 480 / multiplier_reg[23]
[kinds of logic (layout without fill, tap and decap cells)]
group,after synthesis,in the layout,synth area share (%)
AOI/OAI and AO/OA,621,621,24.3
and+or+nand+nor,586,586,17.7
DFF,237,237,38.3
xor gates and xnor gates,179,179,10.1
buffers and inverters,141,242,3.52
adders and majority gates,69,69,5.62
muxes,7,7,0.468
[critical path, delay by kind of cell]
family                   cells  cell delay (ps)
buffers and inverters        2              570
adder cells (fa/ha/maj)      1              200
AND-OR/OR-AND                4              730
XOR/XNOR                     1              170
AND/OR/NAND/NOR              4              990
[metrics by stage]
stage          utilization, %  total power, mW  hold slack [ps]
6_report                 36.3             4.08              482
5_1_grt                  36.3             4.43              498
4_1_cts                  36.3             4.13              484
3_5_place_dp             34.5             3.25              471
3_3_place_gp             34.5             3.23              461
2_1_floorplan               -             2.55              450
[power by group through the flow]
stage	Sequential [mW]	Combinational [mW]	Clock [mW]
5_1_grt	1.48	2.04	0.913
6_report	1.43	1.80	0.854
4_1_cts	1.43	1.81	0.885
Power and IR drop assume default switching activity.
